[./config.mk]
export PLATFORM = sky130hd
export DESIGN_NAME = uart_transceiver
export DESIGN_NICKNAME = uart_transceiver
export VERILOG_FILES = /design/flow/design.v
export SDC_FILE = /design/flow/constraint.sdc
export NUM_CORES = 4
export LEC_CHECK = 1
export CORE_UTILIZATION = 40
[./constraint.sdc]
current_design uart_transceiver

set clk_period 2.7
set clk_io_pct 0.2

create_clock -name clk0 -period $clk_period [get_ports {clk}]

set non_clock_inputs [all_inputs -no_clocks]
set_input_delay [expr $clk_period * $clk_io_pct] -clock clk0 $non_clock_inputs
set_output_delay [expr $clk_period * $clk_io_pct] -clock clk0 [all_outputs]
[./design.v]
module uart_transceiver (
    input clk,
    input rstn,
    input wire tx_start,
    input wire rx,
    input wire [7:0] tx_data,
    output wire tx,
    output wire [7:0] rx_data,
    output wire tx_done,
    output wire rx_done,
    output wire tx_busy,
    output wire rx_busy,
    output wire rx_error
);
localparam BAUD_DIV = 5208 - 1;
reg [12:0] baud_counter;
wire baud_tick;
assign baud_tick = baud_counter == BAUD_DIV;
always @ (posedge clk or negedge rstn) begin
    if (!rstn) begin
        baud_counter <= 13'b0;
    end
    else begin
        if (baud_counter == BAUD_DIV) begin
            baud_counter <= 13'b0;
        end
        else begin
            baud_counter <= baud_counter + 13'b1;
        end
    end
end
reg [1:0] rx_sync;
wire rx_in;
always @ (posedge clk or negedge rstn) begin
    if (!rstn) begin
        rx_sync <= 2'b11;
    end
    else begin
        rx_sync <= {rx_sync[1:0], rx};
    end
end
assign rx_in = rx_sync[1];
reg [9:0] tx_shift_reg;
reg [3:0] tx_bit_count;
reg tx_active;
reg tx_done_reg;
assign tx = tx_active ? tx_shift_reg[0] : 1'b1;
assign tx_busy = tx_active;
assign tx_done = tx_done_reg;
always @ (posedge clk or negedge rstn) begin
    if (!rstn) begin
        tx_shift_reg <= 10'h0;
        tx_bit_count <= 4'b0;
        tx_active <= 1'b0;
        tx_done_reg <= 1'b0;
    end
    else begin
        if (tx_start && !tx_active) begin
            tx_shift_reg <= {1'b1, tx_data, 1'b0};
            tx_bit_count <= 4'b1;
            tx_active <= 1'b1;
            tx_done_reg <= 1'b0;
        end
        else if (tx_active && baud_tick) begin
            tx_shift_reg <= {1'b1, tx_shift_reg[9:1]};
            tx_bit_count <= tx_bit_count + 4'b1;
            if (tx_bit_count == 4'd10) begin
                tx_active <= 1'b0;
                tx_done_reg <= 1'b1;
            end
            else begin
                tx_active <= 1'b1;
                tx_done_reg <= 1'b0;
            end
        end
        else begin
            tx_shift_reg <= tx_shift_reg;
            tx_bit_count <= tx_bit_count;
            tx_active <= tx_active;
            tx_done_reg <= tx_done_reg;
        end
    end
end
reg [7:0] rx_data_reg;
reg [3:0] rx_bit_count;
reg [3:0] rx_sample_count;
reg rx_active;
reg rx_done_reg;
reg rx_error_reg;
assign rx_busy = rx_active;
assign rx_done = rx_done_reg;
assign rx_data = rx_data_reg;
assign rx_error = rx_error_reg;
always @ (posedge clk or negedge rstn) begin
    if (!rstn) begin
        rx_data_reg <= 8'b0;
        rx_bit_count <= 4'd0;
        rx_sample_count <= 4'd0;
        rx_active <= 1'b0;
        rx_done_reg <= 1'b0;
        rx_error_reg <= 1'b0;
    end
    else begin
        if (!rx_active && !rx_in) begin
            rx_data_reg <= rx_data_reg;
            rx_bit_count <= 4'd1;
            rx_sample_count <= 4'd0;
            rx_active <= 1'b1;
            rx_done_reg <= 1'b0;
            rx_error_reg <= 1'b0;
        end
        else if (rx_active && baud_tick) begin
            if ((4'd9 >= rx_bit_count) && (rx_bit_count >= 4'd1)) begin
                rx_data_reg[rx_bit_count - 4'd2] <= rx_in;
                rx_sample_count <= rx_sample_count + 4'd1;
            end
            if ((rx_bit_count == 4'd10) && (!rx_in)) begin
                rx_error_reg <= 1'b1;
            end
            if (rx_bit_count == 4'd10) begin
                rx_bit_count <= 4'd0;
                rx_active <= 1'b0;
                rx_done_reg <= 1'b1;
            end
            else begin
                rx_bit_count <= rx_bit_count + 4'd1;
                rx_active <= 1'b1;
                rx_done_reg <= 1'b0;
            end
        end
    end
end
endmodule
[./run.sh]
#!/bin/bash
# OpenROAD 26Q1-2900-gdf79404cd8, Yosys 0.63+post, stock flow scripts
make -C /OpenROAD-flow-scripts/flow DESIGN_CONFIG=/design/flow/config.mk WORK_HOME=/design/flow/orfs finish
==> flow_metrics.tcl <==
# flow metrics
set metrics [dict create \
    ys_cells 250 \
    vias_per_cell 5.33 \
    max_slew_margin_pct 52.9 \
    drtAntennaViolNets 0 \
    port-buffer-count 25 \
    status "complete, no violations" \
    diodes 0 \
    hold_path.class "in2async" \
    async_flop_share_pct 100 \
    timing_hold_violations_final 0 \
    max-vdd-ir-drop_v 0.000263 \
    fin_tns_setup_ns 0 \
    grt_pass1_wl_um 8440 \
    ios 26 \
    drt_iter0_drc 64 \
    drcViolationCount 0 \
    design_area_um2 2920 \
    core-area_um2 5960 \
    netlist_area_um2 2470 \
    crit_chain "inv_1, ha_1, or4b_2, o211ai_2, nor4_1, mux2_2" \
    powerDensity_nw_per_um2 431 \
    area_growth_pct 18.0 \
    row_count 28 \
    synthCells 250 \
    root_buffer "clkbuf_8" \
    end_kind "flip-flop" \
    vias 1898 \
    grt_setup_unrepaired "false" \
    numSynthFlops 46 \
    avgSynthCellArea_um2 9.89 \
    cpMaxStageDelayCell "or4b_2" \
    worstSetupPathType "reg2reg" \
    h-tree-depth 2 \
    synthFlopType "dfrtp_1" \
    critPathMaxStageDelay_ns 0.63 \
    finalMaxSlewViolations 0 \
    die_h_um 80.6 \
    period_minus_slack_ns 2.28 \
    fmax_mhz 438 \
    drt_wl_total_um 4900 \
    finalClockPeriodUsage_pct 84.6 \
    timing.max_cap.violations 0 \
    die-width_um 80.6 \
    postCtsSetupBuffers 0 \
    finalSetupViolCount 0 \
    clk-insertion-delay-late_ns 0.30 \
    skew_ns 0.0116 \
    arrival_ns 2.47 \
    ys_types 46 \
    grt_util_all_layers_pct 17.1 \
    cts_resized 0 \
    largest_reg_flops 13 \
    startpoint_type "flip-flop" \
    grt_max_degree 22 \
    firstDrtPassIters 5 \
    worstPathRequired_ns 2.88 \
    ys_area_um2 2470 \
    core_util_floorplan_pct 41.5 \
    p_leak_uw 0.00127 \
    dp_hpwl_um 3410 \
    die_area_um2 6500 \
    cts_tree "done" \
    place.gp.congestion 0.857 \
    tightest_slew_ns 0.701 \
    clk_transition_reported_paths_ns 0.09 \
    grt_pass1_vias 1776 \
    tool_warnings 33 \
    grt_overflow 0 \
    place_area_um2 2830 \
    cts_made_buffers 5 \
    layout-drive-gt1-share_pct 9.25 \
    crit_fanout 10 \
    postCtsHoldBufs 0 \
    cts.path.max_buffers 2 \
    yosysWarnings 1 \
    clock_sinks 46 \
    wl_per_cell_um 13.8 \
    edf_count 0 \
    ys_seq_share_pct 46.7 \
    antenna_found_initial 0 \
]
-- worst paths after layout --
path                            cells past startpoint            start              to  slack (ns)
max in group asynchronous                           2             rstn      rx_sync[1]        1.98
worst max register to register                      6  rx_bit_count[1]  rx_data_reg[4]        0.42
worst min register to register                      0       rx_sync[0]      rx_sync[1]        0.36
worst max-delay path                                6  rx_bit_count[1]  rx_data_reg[4]        0.42
min in group clk0                                   0       rx_sync[0]      rx_sync[1]        0.36
worst min-delay path                                1             rstn     tx_done_reg        0.11
-- worst max-delay path: cells and delay by family (launching register included) --
family | cells | cell delay (ns)
AND/OR/NAND/NOR | 2 | 0.74
flip-flops | 1 | 0.50
multiplexers | 1 | 0.30
adder cells (fa/ha/maj) | 1 | 0.27
AND-OR/OR-AND | 1 | 0.19
buffers and inverters | 1 | 0.17
-- cells in the final DEF (no fill, tap or decap), drive strengths merged, types with 2 or more instances in the layout --
cell type | synthesis | layout
nor3 | 5 | 5
nand3b | 4 | 4
a21oi | 7 | 7
and2 | 2 | 2
buf | 1 | 7
inv | 11 | 11
and3 | 3 | 3
nor2 | 12 | 12
clkdlybuf4s50 | 0 | 24
nand2 | 35 | 35
nor2b | 9 | 9
o41ai | 6 | 6
o21ai | 12 | 12
nand3 | 10 | 10
dfrtp | 44 | 44
a211oi | 9 | 9
nand2b | 2 | 2
xnor2 | 8 | 8
ha | 12 | 12
dfstp | 2 | 2
xor2 | 7 | 7
nand4 | 3 | 3
nor4 | 4 | 4
a31oi | 9 | 9
clkbuf | 7 | 7
mux2 | 2 | 2
mux2i | 5 | 5
a211o | 2 | 2
a22o | 2 | 2
or4b | 2 | 2
-- power breakdown --
group	switching [µW]	total (µW)	internal [µW]
Clock	224	430	207
Sequential	20.6	737	717
Combinational	39.8	88.5	48.7
-- area by class of cell --
cell class	count	area, µm²
inverters	11	41.3
repair buffers	31	290
fillers	556	3040
clock inverters	1	5.00
well taps	75	93.8
clock buffers	7	86.3
flip-flops and latches	46	1150
multi-input cells	185	1250
-- routing by layer --
layer,vias to the layer above,global-route usage (%),routed length (µm)
met1,881,27.2,2570
met3,9,2.65,221
li1,960,-,-
met4,0,2.86,87
met2,48,25.6,2020
met5,-,0,0
-- kinds of logic (layout without fill, tap and decap cells) --
| group | after synthesis | count (layout) | share of synthesized area [%] |
|---|---|---|---|
| simple gates | 97 | 97 | 21.0 |
| mux | 7 | 7 | 2.94 |
| buf+inv | 19 | 50 | 2.94 |
| compound gates | 54 | 54 | 14.8 |
| xor+xnor | 15 | 15 | 5.62 |
| fa+ha+maj | 12 | 12 | 6.07 |
| flops | 46 | 46 | 46.7 |
-- metrics by stage --
stage,setup WS (ns),total power (µW),hold WS (ns),utilization [%],cells
final,0.415,1260,0.111,49.0,356
after global routing,0.222,1320,0.115,49.0,356
after CTS,0.436,1280,0.114,49.0,356
after detailed placement,0.445,841,0.347,47.4,348
after global placement,0.445,840,0.348,47.4,348
after floorplan,0.662,789,0.244,-,250
-- cell usage after synthesis (8+ instances only) --
master    count  area share (%)
o21ai_0       9             1.8
dfrtp_1      44              45
nor2_1       12             1.8
nand3_1       9             1.8
nor2b_1       9             2.3
nand2_1      35             5.3
a31oi_1       9             2.3
inv_1        11             1.7
xnor2_1       8             2.8
ha_1         12             6.1
a211oi_1      9             2.7
Power figures rest on the tool's default switching activity, not on a simulated workload.
